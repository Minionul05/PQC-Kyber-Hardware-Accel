==> flow/design.v <==
module mod_add (
    input  wire [12-1:0] a,
    input  wire [12-1:0] b,
    output wire [12-1:0] out
);
    wire [12:0] sum_raw;     
    wire [12:0] sum_sub_q;   
    assign sum_raw = a + b;
    assign sum_sub_q = sum_raw - 12'd3329;
    assign out = (sum_raw >= 12'd3329) ? sum_sub_q[12-1:0] : sum_raw[12-1:0];
endmodule
module mod_sub (
    input  wire [12-1:0] a,
    input  wire [12-1:0] b,
    output wire [12-1:0] out
);
    wire [12:0] diff_raw;
    wire [12:0] diff_add_q;
    assign diff_raw = a - b;
    assign diff_add_q = a + 12'd3329 - b;
    assign out = (a >= b) ? diff_raw[12-1:0] : diff_add_q[12-1:0];
endmodule
module montgomery_mult (
    input  wire [12-1:0] a,
    input  wire [12-1:0] b,
    output wire [12-1:0] out
);
    localparam [15:0] QINV = 16'd62209; 
    wire signed [23:0] prod;
    wire signed [15:0] m;
    wire signed [27:0] t;  
    wire signed [11:0] res_raw;
    assign prod = $signed(a) * $signed(b);
    assign m = prod[15:0] * $signed(QINV);
    assign t = (prod + m * $signed(12'd3329)) >>> 16;
    assign res_raw = t[11:0];
    assign out = (t >= $signed(12'd3329)) ? (res_raw - 12'd3329) : res_raw;
endmodule
module dual_port_ram #(
    parameter ADDR_WIDTH = 8  
)(
    input wire clk,
    input wire we,                       
    input wire [ADDR_WIDTH-1:0] addr_a,  
    input wire [ADDR_WIDTH-1:0] addr_b,  
    input wire [12-1:0] din_a,      
    output reg [12-1:0] dout_a,     
    output reg [12-1:0] dout_b      
);
    reg [12-1:0] ram [0:(1<<ADDR_WIDTH)-1];
    always @(posedge clk) begin
        if (we) begin
            ram[addr_a] <= din_a;
            dout_a <= din_a;  
        end else begin
            dout_a <= ram[addr_a];
        end
    end
    always @(posedge clk) begin
        dout_b <= ram[addr_b];
    end
endmodule
module butterfly (
    input  wire [12-1:0] a,
    input  wire [12-1:0] b,
    input  wire [12-1:0] zeta,  
    output wire [12-1:0] out_a,
    output wire [12-1:0] out_b
);
    wire [12-1:0] t; 
    montgomery_mult mult_unit (
        .a(b),
        .b(zeta),
        .out(t)
    );
    mod_add add_unit (
        .a(a),
        .b(t),
        .out(out_a)
    );
    mod_sub sub_unit (
        .a(a),
        .b(t),
        .out(out_b)
    );
endmodule
module ntt_core (
    input  wire clk,
    input  wire rst,
    input  wire start,              
    output reg  done,               
    input  wire ext_we,
    input  wire [7:0] ext_addr,
    input  wire [12-1:0] ext_data,
    output wire [12-1:0] debug_out
);
    reg [7:0] read_addr_a, read_addr_b;  
    reg [7:0] write_addr_a, write_addr_b;  
    reg we_ram;  
    wire [12-1:0] ram_out_a, ram_out_b;  
    wire [12-1:0] butt_out_a, butt_out_b;  
    reg [12-1:0] current_zeta; 
    dual_port_ram #(.ADDR_WIDTH(8)) memory_unit (
        .clk(clk),
        .we(ext_we || we_ram),  
        .addr_a(ext_we ? ext_addr : (we_ram ? write_addr_a : read_addr_a)),
        .addr_b(read_addr_b),  
        .din_a(ext_we ? ext_data : butt_out_a),  
        .dout_a(ram_out_a),
        .dout_b(ram_out_b)
    );
    assign debug_out = ram_out_a;
    butterfly compute_unit (
        .a(ram_out_a),
        .b(ram_out_b),
        .zeta(current_zeta),
        .out_a(butt_out_a),
        .out_b(butt_out_b)
    );
    localparam STATE_IDLE  = 0;
    localparam STATE_READ  = 1;
    localparam STATE_CALC  = 2;  
    localparam STATE_WRITE = 3;
    localparam STATE_DONE  = 4;
    reg [2:0] state;
    always @(posedge clk or posedge rst) begin
        if (rst) begin
            state <= STATE_IDLE;
            done <= 0;
            we_ram <= 0;
            read_addr_a <= 0; read_addr_b <= 0;
            current_zeta <= 12'd10;  
        end else begin
            case (state)
                STATE_IDLE: begin
                    done <= 0;
                    we_ram <= 0;
                    if (start) state <= STATE_READ;
                end
                STATE_READ: begin
                    read_addr_a <= 8'd0;
                    read_addr_b <= 8'd1;
                    state <= STATE_CALC;
                end
                STATE_CALC: begin
                    state <= STATE_WRITE;
                end
                STATE_WRITE: begin
                    write_addr_a <= 8'd0;
                    we_ram <= 1; 
                    state <= STATE_DONE;
                end
                STATE_DONE: begin
                    we_ram <= 0;
                    done <= 1;
                    state <= STATE_IDLE;
                end
            endcase
        end
    end
endmodule
==> flow/run.sh <==
#!/bin/bash
# OpenROAD 26Q1-2900-gdf79404cd8, Yosys 0.63+post, stock flow scripts
make -C /OpenROAD-flow-scripts/flow DESIGN_CONFIG=/design/flow/config.mk WORK_HOME=/design/flow/orfs finish
==> flow/config.mk <==
export PLATFORM = sky130hd
export DESIGN_NAME = ntt_core
export DESIGN_NICKNAME = ntt_core
export VERILOG_FILES = /design/flow/design.v
export SDC_FILE = /design/flow/constraint.sdc
export NUM_CORES = 4
export LEC_CHECK = 1
export CORE_UTILIZATION = 30
==> flow/constraint.sdc <==
current_design ntt_core

set clk_period 114.1
set clk_io_pct 0.2

create_clock -name clk0 -period $clk_period [get_ports {clk}]

set non_clock_inputs [all_inputs -no_clocks]
set_input_delay [expr $clk_period * $clk_io_pct] -clock clk0 $non_clock_inputs
set_output_delay [expr $clk_period * $clk_io_pct] -clock clk0 [all_outputs]
==> results.yml <==
# yosys + openroad results
synth:
  netlist.area_leader.share: 0.745
  area_leaders: "edfxtp_1, mux4_2, ha_1, nor2_1, clkbuf_1"
  synthFlopType: "edfxtp_1"
  ys.flops: 3100
  synth_seq_share: 0.750
  top_area_cell: "edfxtp_1"
  synth_area_um2: 124000
  async_flop_share: 0.00258
  ys_types: 80
  edf_count: 3072
  syn_inst: 5411
  yosys.area_share.simple: 0.0182
  avgSynthCellArea_um2: 22.9
  mux_share: 0.187
  yosys_cells: 5411
  top_logic_kind: "multiplexers"
  ys_sh_xor: 0.00513
  synth_adder_area_share: 0.0181
  yosys_warnings: 2
  ys_sh_aoi: 0.0100
  synth_chip_area_um2: 124000
sta:
  min_period_ns: 30.46
  slew_violations: 0
  finalClockPeriodUsage: 0.267
  hold_viol: 0
  worstMarginPinSlew_ns: 1.07
  max_freq_ghz: 0.0328
  slew_headroom: 0.286
  setup_viol: 0
  fin_tns_setup_ns: 0
  rsz0062_at_grt: "no"
  fin_skew_ns: 0.0458
global_routing:
  grt_overflow: 0
  grt_use_total: 0.156
  grt_pass1_wl_um: 437000
  met3_usage: 0.140
  grt_pass1_vias: 64000
  grt_max_degree: 144
  use_met2: 0.231
  busiest_layer: "met2"
  antenna_found_initial: 17
  met1_usage: 0.160
floorplanning:
  die_h_um: 644
  fp_util: 0.302
  die_w_um: 644
  io_pins: 37
  dieArea_um2: 415000
  placementRows: 235
  core_area_um2: 410000
cts:
  postCtsSetupBuffers: 0
  cts_root_buffer: "clkbuf_16"
  clk_pin_slew_worst_paths_ns: 0.06
  cts_resized: 0
  insertion_delay_ns: 0.87
  ctsHoldBuffers: 0
  cts_buffers: 315
  cts_buffer_depth: 4
  htreeDepth: 5
  cts_sinks: 3100
  cts_tree: "built"
place:
  io_buffer_count: 36
  place_congestion: 0.841
  place_hpwl_um: 180000
setup_path:
  crit_path_start_kind: "flip-flop"
  cpMostUsedCell: "buf_4"
  critPathMaxFanout: 35
  cp_cell_sequence: "buf_4 -> buf_4 -> buf_4 -> buf_4 -> buf_4 -> mux4_2 -> mux4_2 -> mux4_2 -> mux4_2 -> clkdlybuf4s50_1"
  cp_data_arrival_time_ns: 7.64
  critical-path-max-stage-delay_ns: 0.67
  critical-path-slowest-cell: "buf_4"
  crit_type: "flip-flop to output port"
  worstPathRequired_ns: 91.28
  cp-end-kind: "output port"
  reg2regPathDepth: 56
routing:
  vias_per_cell: 4.94
  route.detailed.drc: 0
  drtPass1Iterations: 5
  routed-via-count: 57200
  avgRoutedWirePerCell_um: 25.9
  drtAntennaViolNets: 0
  routed_wl_um: 299000
  drtIter0Drc: 3416
layout:
  drive_gt1_frac: 0.307
  n_fill_cell: 37000
  area.growth.synth_to_final_pct: 15.4
job:
  maxCapViolCount: 0
  warnings: 43
hold_path:
  hold_depth: 0
  min_path_type: "flip-flop to flip-flop"
outcome:
  status: "finished, final reports clean"
[final cells by class]
type	count	area, µm²	area share
antenna	5	12.5	0.0000876
clock buffer	384	8290	0.0580
clock inverter	174	1550	0.0109
inverter	70	263	0.00184
multi-input combinational	1968	29700	0.208
sequential	3100	92900	0.650
tap	5451	6820	0.0478
timing repair buffer	414	3330	0.0233
[sequential cells by signal, summed over array words and instances (netlist names), named ones only]
name	count
done	1
memory_unit.dout_b	12
memory_unit.ram	3072
read_addr_b	1
state	5
we_ram	1
[synth_stat cells (all sizes together), types with 21 or more instances]
cell type and count:
a21o 31, a21oi 42, buf 73, clkbuf 198, edfxtp 3072, ha 165, inv 70, mux4 1020
nand2 67, nor2 305, nor3 21, o21ai 27, xnor2 42, xor2 28
[kinds of logic after synthesis]
logic type,after synthesis
xor+xnor,71
simple gates,508
mux,1039
compound gates,176
flops,3100
buf+inv,343
fa+ha+maj,174
[layer usage]
layer  vias up  wire, µm
li1      24000         -
met1     28800     91600
met2      3855    139000
met3       548     58200
met4        14     10200
met5         -       329
[through the flow]
stage / setup slack, ns / hold slack (ns) / util / area, µm² / cells
after floorplan: 74.27 / 0.331 / - / 124000 / 5411
after global placement: 84.34 / 0.336 / 0.324 / 133000 / 11000
after detailed placement: 84.28 / 0.337 / 0.324 / 133000 / 11000
after CTS: 83.36 / 0.352 / 0.348 / 143000 / 11600
after global routing: 83.04 / 0.362 / 0.348 / 143000 / 11600
final: 83.64 / 0.349 / 0.348 / 143000 / 11600
[placed cells by master (no fill, tap or decap), drive strengths merged, types with 9 or more instances in the layout]
master | synthesis | routed
clkdlybuf4s50 | 0 | 35
inv | 70 | 83
and2 | 15 | 15
and3 | 16 | 16
xnor2 | 42 | 42
fa | 9 | 9
nor3 | 21 | 21
nand2 | 67 | 67
clkinv | 0 | 129
buf | 73 | 379
a21o | 31 | 31
a21oi | 42 | 42
nand3 | 14 | 14
mux2 | 14 | 14
clkbuf | 198 | 384
o21ai | 27 | 27
o21a | 10 | 10
mux4 | 1020 | 1020
nor2 | 305 | 305
edfxtp | 3072 | 3072
xor2 | 28 | 28
bufinv | 0 | 25
nor2b | 17 | 17
dfxtp | 20 | 20
ha | 165 | 165
[critical path, delay by kind of cell, from the launching register on]
kind | cells | cell delay [ns]
DFF | 1 | 0.64
muxes | 4 | 2.44
buffers and inverters | 6 | 3.54
[final timing paths]
kind | startpoint | to | slack [ns]
max in group asynchronous | rst | state[0] | 91.58
worst max-delay path | flip-flop | debug_out[3] | 83.64
worst min-delay path | state[2] | state[4] | 0.35
worst max register to register | memory_unit.dout_b[1] | memory_unit.ram[254][9] | 97.38
worst min register to register | state[2] | state[4] | 0.35
min in group asynchronous | rst | state[3] | 22.23
